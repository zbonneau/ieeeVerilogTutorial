`config.mk`:
```
export PLATFORM = sky130hd
export DESIGN_NAME = PWM
export DESIGN_NICKNAME = PWM
export VERILOG_FILES = /design/flow/design.v
export SDC_FILE = /design/flow/constraint.sdc
export NUM_CORES = 4
export LEC_CHECK = 1
export CORE_UTILIZATION = 30
```
`constraint.sdc`:
```
current_design PWM

set clk_period 2.9
set clk_io_pct 0.2

create_clock -name clk0 -period $clk_period [get_ports {clk}]

set non_clock_inputs [all_inputs -no_clocks]
set_input_delay [expr $clk_period * $clk_io_pct] -clock clk0 $non_clock_inputs
set_output_delay [expr $clk_period * $clk_io_pct] -clock clk0 [all_outputs]
```
`design.v`:
```
module PWM #(
        parameter DC_Precision = 8, 
        parameter Period = 18
        )
    (  
    input clk, reset, fb,  
    input [DC_Precision-1:0] DutyCycleIn,
    output reg [1:0] MotorOut = 0
);
reg [Period-1:0] timer = 0;
always @(posedge clk) begin
    timer <= (reset) ? 0 : timer + 1;
end
wire Zero;
assign Zero = (timer == 0);
wire EQU;
assign EQU = (timer[Period-1:Period-DC_Precision] == DutyCycle);
reg [DC_Precision-1:0] DutyCycle = 0;
always@(posedge clk) begin
    if (reset) begin DutyCycle <= 0; end
    if (Zero) begin DutyCycle <= DutyCycleIn; end
end
    always @(posedge clk) begin
        if (reset) begin
            MotorOut <= 0;
        end
        else begin
            case({Zero, EQU})  
            0: begin end  
            1: begin MotorOut <= 0; end  
            2: begin MotorOut <= (fb) ? 2'b10 : 2'b01; end  
            3: begin MotorOut <= 0; end  
            endcase
        end
    end
endmodule
```
`run.sh`:
```
#!/bin/bash
# OpenROAD 26Q1-2900-gdf79404cd8, Yosys 0.63+post, stock flow scripts
make -C /OpenROAD-flow-scripts/flow DESIGN_CONFIG=/design/flow/config.mk WORK_HOME=/design/flow/orfs finish
```
==> flow_summary.json <==
{
  "wl_per_cell_um": 11.4,
  "most_common_cell": "dfxtp_1",
  "holdBufCountCts": 0,
  "clk_pin_slew_ps": 90,
  "clock_latency_ps": 270,
  "io_pins": 13,
  "cts_sinks": 28,
  "tns_ps": 0,
  "path_max_fanout": 9,
  "grt_use_met3": 0.0267,
  "crit_arrival_ps": 2070,
  "p_per_area_nw_per_um2": 524,
  "chipArea_sq_um": 4700,
  "grt_pass1_vias": 965,
  "synthCells": 139,
  "postCtsResizedCells": 0,
  "p_leak_nw": 0.574,
  "drv_cap": 0,
  "gp_congestion": 0.764,
  "fp_util": 0.323,
  "switching_share": 0.197,
  "drt-initial-drc-count": 30,
  "yosys.area.top_type": "dfxtp_1",
  "power_w": 0.000823,
  "syn_area_sq_um": 1330,
  "required_ps": 2880,
  "p_int_w": 0.000661,
  "n_fill_cell": 394,
  "synth_area_per_cell_sq_um": 9.56,
  "crit_type": "flip-flop to flip-flop",
  "worstSetupEndpointType": "flip-flop",
  "ys_chip_area_sq_um": 1330,
  "viasPerCell": 4.84,
  "synthTopCellsByCount": "dfxtp_1 (20), nor2_1 (16), and2_1 (10)",
  "area_growth_pct": 18.2,
  "track_usage": 0.124,
  "synth.top_cell.area_share": 0.301,
  "skew_ps": 0.940,
  "synth_flops": 28,
  "grt_first_pass_wirelength_um": 4230,
  "drc": 0,
  "fp-row-count": 23,
  "seq_area_frac_synth": 0.482,
  "slew_viol_final": 0,
  "placed_cell_area_sq_um": 1500,
  "hold_viol": 0,
  "drt_wl_total_um": 2310,
  "coreArea_sq_um": 4120,
  "io_buffers": 12,
  "die_height_um": 68.6,
  "met1_usage": 0.187,
  "cts_buffers": 3,
  "edf_count": 8,
  "post-route-period-util": 0.722,
  "max_freq_mhz": 478,
  "hp-class": "flip-flop to flip-flop",
  "dr.pass1.iters": 4,
  "grt_max_degree": 17,
  "drive_above_1_share": 0.0850,
  "register_area_sq_um": 641,
  "synthDistinctLibCells": 35,
  "grt-busiest-layer": "met2",
  "ff_type": "dfxtp_1",
  "hpwl_um": 1750,
  "n_antenna_cell": 0,
  "p_comb_frac": 0.097,
  "final_area_sq_um": 1570,
  "start_kind": "flip-flop",
  "clkPwrFrac": 0.363,
  "cts_tree": "yes",
  "irDropWorstVdd_uv": 288,
  "htreeDepth": 1,
  "setup_ws_ps": 807,
  "ys_cells": 139,
  "comb_area_sq_um": 649,
  "yosysWarnings": 1,
  "overflow": 0,
  "die_x_um": 68.6,
  "period_needed_ps": 2090,
  "grt_antenna_before_repair": 0,
  "route.vias.total": 983,
  "tightest_slew_ps": 915,
  "power_frac_seq": 0.539,
  "setup_viol": 0,
  "synthTopCellsByArea": "dfxtp_1 (30%), edfxtp_1 (18%), xor2_1 (5.9%)",
  "dpl_worst_slack_ps": 780,
  "clock_path_buffers": 2,
  "warnings": 26,
  "cts_root_buffer": "clkbuf_8",
  "p_switching_w": 0.000162,
  "slew_headroom": 0.384,
  "status": "complete, no violations",
  "synth-async-reset-ratio": 0,
  "antenna_left": 0,
  "met2_usage": 0.195,
  "whs_ps": 484,
  "cts_setup_buffers": 0,
  "rsz0062_at_grt": "no"
}
==> layout by cell type, fill, tap and decap left out, types with 2 or more instances in the layout <==
master,instances
ha_1,2
xor2_1,9
xnor2_1,8
nor3_1,3
and2_1,10
nand2b_1,2
inv_1,5
nor2_1,16
o31ai_1,2
clkdlybuf4s50_1,12
edfxtp_1,8
clkbuf_8,3
o21ai_0,4
and3_1,2
nor4_1,3
nand3_1,4
dfxtp_1,20
nand2_1,7
nand4_1,3
a21oi_1,9
or3_1,4
or4_1,2
a31o_2,2
==> cell families after synthesis <==
logic type	share of synthesized area
and+or+nand+nor	0.277
buffers and inverters	0.0292
DFF	0.482
AOI/OAI and AO/OA	0.0810
xor gates and xnor gates	0.112
adders and majority gates	0.0188
==> power by group through the flow <==
stage     sequential [W]  clock, W  combinational (W)
4_1_cts         0.000444  0.000306          0.0000813
6_report        0.000444  0.000299          0.0000801
5_1_grt         0.000447  0.000328          0.0000914
==> critical path: stages, from the launching register on <==
cell and delay (ps):
dfxtp_1 350, inv_1 70, ha_1 140, nor4b_1 350, nand2_1 120, nor3_1 450, or2_2 310
==> per-stage QoR <==
step                      instances  utilization
after CTS                       203        0.382
after global placement          199        0.364
after detailed placement        199        0.364
final                           203        0.382
after global routing            203        0.382
after floorplan                 139            -
==> final cells by class <==
type / instances / share of cell area
multi-input cells: 103 / 0.414
flip-flops and latches: 28 / 0.408
clock inverters: 1 / 0.0191
clock buffers: 3 / 0.0263
well taps: 50 / 0.0398
repair buffers: 13 / 0.0813
inverters: 5 / 0.0120
==> sequential cells by signal (all words and copies together), names as in the netlist <==
signal,cells
MotorOut,2
DutyCycle,8
timer,18
==> routing by layer <==
layer	up-vias	share of wire
li1	518	-
met1	445	0.52
met2	18	0.43
met3	2	0.036
met4	0	0.0082
met5	-	0
==> worst paths after layout <==
check | to | cells after the start | slack, ps | start
worst max-delay path | DutyCycle[0] | 6 | 810 | timer[0]
worst min-delay path | timer[0] | 1 | 480 | timer[0]
worst max register to register | DutyCycle[0] | 6 | 810 | timer[0]
worst min register to register | timer[0] | 1 | 480 | timer[0]
No activity file was given, so power comes from the tool's default toggle rates.
