## design.v

```verilog
module Combinational(
    input A, B, C, D,
    input [15:0] numIn,
    output continuous,
    output reg lreg = 0,
    output [15:0] numOut,
    output reg [15:0] lNumOut, regOut
);
    initial begin {lreg, lNumOut, regOut} = 0; end  
    assign continuous = A & ~D | ~(C & D) | (A ^ B);
    always@(*) begin  
        lreg <= A & ~D | ~(C & D) | (A ^ B);
    end
    assign numOut = (A) ? ~numIn : numIn;  
    always @(*) begin
        if (A) begin
            lNumOut <= ~numIn;
        end
        else begin
            lNumOut <= numIn;
        end
    end
    always @(*) begin
        case({B,C,D})  
            3'd0: begin regOut <= numIn; end
            3'd1: begin regOut <= numIn + 1; end
            3'd2: begin regOut <= numIn - 1; end
            3'd3: begin regOut <= numIn << 1; end
            3'd4: begin regOut <= numIn >> 1; end
            3'd5: begin regOut <= {numIn[7:0], numIn[15:8]}; end
            3'd6: begin regOut <= {{8{numIn[7]}}, numIn[7:0]}; end
            3'd7: begin regOut <= ~numIn + 1;end  
            default: begin regOut = 16'hDEAD; end  
        endcase
    end
endmodule
```

## run.sh

```bash
#!/bin/bash
# OpenROAD 26Q1-2900-gdf79404cd8, Yosys 0.63+post, stock flow scripts
make -C /OpenROAD-flow-scripts/flow DESIGN_CONFIG=/design/flow/config.mk WORK_HOME=/design/flow/orfs finish
```

## config.mk

```make
export PLATFORM = sky130hd
export DESIGN_NAME = Combinational
export DESIGN_NICKNAME = Combinational
export VERILOG_FILES = /design/flow/design.v
export SDC_FILE = /design/flow/constraint.sdc
export NUM_CORES = 4
export LEC_CHECK = 1
export CORE_AREA = 10 10 96 96
export DIE_AREA = 0 0 106 106
```

## constraint.sdc

```tcl
current_design Combinational

set clk_period 9.4
set clk_io_pct 0.2

create_clock -name clk0 -period $clk_period

set non_clock_inputs [all_inputs -no_clocks]
set_input_delay [expr $clk_period * $clk_io_pct] -clock clk0 $non_clock_inputs
set_output_delay [expr $clk_period * $clk_io_pct] -clock clk0 [all_outputs]
```

==> impl_metrics.csv <==
group,metric,value,unit
cts,ctsResizeCount,0,
cts,cts_setup_buffers,0,
setup_path,setup.worst_path.start,"D",
drt,diodes,0,
finish,final_cell_mix,"clkdlybuf4s50_1, xor2_1, a21oi_1, nor2_1, nand2_1",
setup_path,arrival,5.24,ns
global_route,grt_overflow,0,
pwr,power.internal,0.0000791,W
drt,ant_nets,0,
timing,setup_viol,0,
synthesis,synth.avg_cell_area,6.63,µm²
hold_path,holdPathStages,4,
synthesis,ys_seq_share,0,%
synthesis,ys_cells,341,
flow_run,tool_warnings,32,
placement,io_buffers,70,
synthesis,synth_cell_type_count,66,
timing,tightest_slew,0.890,ns
timing,rsz0062_at_grt,"no",
timing,hold_violations,0,
drt,wl_per_cell,19.0,µm
placement,dp_hpwl,6310,µm
timing,slew_headroom,40.6,%
timing,finalSetupTns,0,ns
die,row_count,31,
pwr,ir_worst_vdd,0.0200,mV
drt,drt_iter0_markers,264,
drt,drc,0,
global_route,grt_usage,14.4,%
finish,lay_top_count,"clkdlybuf4s50_1",
synthesis,yosysWarnings,1,
timing,max_freq,0.140,GHz
pwr,p_comb_share,100.0,%
pwr,switching_share,47.0,%
setup_path,path_class,"in2out",
drt,first_pass_iters,7,
drt,drt-total-wl,8740,µm
timing,period_used_share,75.8,%
hold_path,hold_path.class,"in2out",
pwr,powerDensity,52.8,nW/µm²
die,fp_util,31.3,%
timing,min_period,7.12,ns
setup_path,worstPathMaxFanout,51,
finish,syn2layout_area_growth,25.1,%
setup_path,worstPathRequired,7.52,ns
die,die_w,106,µm
drt,via_per_inst,5.97,
pwr,clockPowerShare,0,%
pwr,p_switching,0.0000702,W
synthesis,netlist_instances,341,
global_route,grt_max_degree,52,
finish,seq_area,0,µm²
synthesis,yosys_area,2260,µm²
hold_path,holdPathEnd,"lNumOut[1]",
finish,design.seq.count,0,
hold_path,min_from,"A",
synthesis,syn-cell-area,2260,µm²
global_route,grt_pass1_wl,13800,µm
die,fp.coreArea,7210,µm²
drt,num_vias,2745,
status,status,"finished clean",
finish,clkbuf_count,0,
placement,pre_cts_ws,2.28,ns
pwr,total_power,0.000149,W
finish,drive_above_1_share,8.31,%
timing,worst_slack,2.28,ns
pwr,pwr-share-seq,0,%
setup_path,worstSetupEndpointType,"output pin",
flow_run,cap_viol_max_count,0,
timing,final_max_slew_viol_count,0,
setup_path,start_kind,"input pin",
global_route,antenna_found_initial,0,
die,ioPinCount,70,
cts,cts_hold_buffers,0,
placement,place_congestion,0.961,
pwr,power_leakage,1.07,nW
die,dieArea,11200,µm²
die,die_h,106,µm
global_route,grt_pass1_vias,2534,
==> worst max path at each step <==
stage       endpoint  slack, ns
6_report  regOut[12]       2.28
5_1_grt   regOut[12]       2.01
4_1_cts   regOut[15]       2.29
==> Yosys cell counts (all sizes together), types with 4 or more instances <==
library cell,instances,area (µm²)
buf,35,215
a21oi,24,120
xor2,24,210
nor2,23,86.3
nand2,21,78.8
clkbuf,19,71.3
nand3,17,90.1
o21ai,16,80.1
nor3,12,96.4
a221oi,10,87.6
mux2i,10,113
a31oi,9,56.3
inv,9,33.8
and3,8,50.1
mux2,8,90.1
nand4,7,43.8
xnor2,7,61.3
o211ai,6,50.1
or3,6,37.5
a211oi,5,42.5
nand2b,5,38.8
nor2b,4,25.0
o22ai,4,31.3
or2,4,25.0
==> through the flow <==
step                      hold WS (ns)  utilization, %  area, µm²  cells
after floorplan                   3.96               -       2260    341
after global placement            4.97            39.2       2830    460
after detailed placement          4.97            39.2       2830    460
after CTS                         4.98            39.2       2830    460
after global routing              5.01            39.2       2830    460
final                             4.96            39.2       2830    460
==> layout make-up <==
cell class | count | area, µm²
Fill cell | 799 | 4390
Multi-Input combinational cell | 278 | 1940
Timing Repair Buffer | 74 | 731
Tap cell | 99 | 124
Inverter | 9 | 33.8
==> power groups by stage <==
stage / logic, W / registers [W] / clock network, W
4_1_cts: 0.000150 / 0 / 0
5_1_grt: 0.000164 / 0 / 0
6_report: 0.000149 / 0 / 0
==> cells by family (layout without fill, tap and decap cells) <==
kind of cell	after synthesis	count (layout)	share of synthesized area, %
xor gates and xnor gates	31	31	12.0
adders and majority gates	1	1	0.554
muxes	18	18	8.97
buffers and inverters	63	83	14.2
and+or+nand+nor	122	122	31.3
AOI/OAI and AO/OA	106	106	32.9
==> worst max-delay path: stages <==
cell             delay, ns
clkdlybuf4s50_1       0.45
buf_4                 0.45
and3_1                0.67
mux2i_4               0.45
o211ai_2              0.19
mux2i_1               0.17
xor2_1                0.18
a221oi_1              0.27
clkdlybuf4s50_1       0.52
==> layer usage <==
metal / vias to the layer above / part of all wire (%) / global-route usage (%)
met5: - / 0 / 0
met4: 0 / 0.97 / 1.55
met3: 6 / 8.9 / 2.51
met2: 150 / 46 / 22.7
met1: 1288 / 44 / 20.7
li1: 1301 / - / -
No activity file was given, so power comes from the tool's default toggle rates.
