==> /design/flow/design.v <==
module FMM(
    input clk, rst, signal,
    output reg [13:0] frequency
    );
    reg [1:0] shiftReg;
    reg [26:0] counter;
    reg [13:0] frequency_internal;
    initial begin {frequency, shiftReg, counter, frequency_internal} = 0; 
            frequency_internal = 9900;
    end
    always @(posedge clk) begin
        if (rst)begin
            {frequency, shiftReg, counter, frequency_internal} = 0;
        end
        else begin
            counter = counter + 1;
            if (counter == 50_000) begin  
                counter = 0;
                frequency = frequency_internal;
                frequency_internal = 0;
            end
            else begin
                shiftReg = {shiftReg[0], signal};  
                if (shiftReg == 2'b01 && frequency_internal < 9999) begin
                    frequency_internal = frequency_internal + 1;
                end
            end
        end
    end
endmodule
==> /design/flow/run.sh <==
#!/bin/bash
# OpenROAD 26Q1-2900-gdf79404cd8, Yosys 0.63+post, stock flow scripts
make -C /OpenROAD-flow-scripts/flow DESIGN_CONFIG=/design/flow/config.mk WORK_HOME=/design/flow/orfs finish
==> /design/flow/config.mk <==
export PLATFORM = sky130hd
export DESIGN_NAME = FMM
export DESIGN_NICKNAME = FMM
export VERILOG_FILES = /design/flow/design.v
export SDC_FILE = /design/flow/constraint.sdc
export NUM_CORES = 4
export LEC_CHECK = 1
export CORE_UTILIZATION = 40
==> /design/flow/constraint.sdc <==
current_design FMM

set clk_period 6.3
set clk_io_pct 0.2

create_clock -name clk0 -period $clk_period [get_ports {clk}]

set non_clock_inputs [all_inputs -no_clocks]
set_input_delay [expr $clk_period * $clk_io_pct] -clock clk0 $non_clock_inputs
set_output_delay [expr $clk_period * $clk_io_pct] -clock clk0 [all_outputs]
==> Slide: Implementation Results <==
Physical Implementation Snapshot

Placed design
  • I/O Buffers: 16
  • Post-DP HPWL: 3980 µm
  • DP Area: between 2000 and 3000 µm²
  • Dpl cells: just over 400
  • GPL Wtd Cong: ~0.85

Critical path
  • Largest stage delay on the critical path: between 500 and 600 ps
  • Launch point of the worst reg-to-reg path: counter[2]$_SDFF_PP0_
  • Crit path cell chain: nand4_4 > or3_1 > or4_4 > a221oi_2 > nand4_1 > nor2_2 > buf_4 > nor3_1
  • Worst setup EP type: register
  • CP bufs+invs: 1
  • WP data arrival: approximately 3700 ps
  • Critical path peak fanout: 18
  • Crit path DRT: 6460 ps
  • Setup crit start: counter[2]$_SDFF_PP0_
  • CP max stage cell: or4_4
  • Cell family with most CP delay: simple AND/OR/NAND/NOR gates
  • Worst setup path class: register to register
  • Startpoint types: register

STA
  • Clk_skew: between 10 and 15 ps
  • Rel. slew slack: about 50%
  • Max-slew violation count: 0
  • Setup-failing EPs final: 0
  • Number of hold violations in the final report: 0
  • Fmax: roughly 0.29 GHz
  • Post-Route Setup TNS: 0 ps
  • Post-layout min period: 3490 ps
  • Tcrit/Tclk final: approximately 55%
  • Slew @ Worst Pin: around 740 ps
  • RSZ-0062 raised after global routing: false

GRT
  • Global-route wire length before repair: around 10000 µm
  • Initial antenna violation count: 0
  • GRT Overall Usage: 17.8%
  • Vias in the first global route: approximately 2100
  • Pin count of the biggest net entering global routing: around 57
  • Met1 usage in global routing: 29.0%
  • Met3 Usage GRT: under 10%
  • Busiest grt layer: met1
  • Met2 Usage GRT: between 20% and 30%
  • Congestion Overflow GR: 0

Clocking
  • CTS Buf Count: 5
  • CTS Hold Bufs: 0
  • Clk buf depth: 2
  • Post_cts resized: 0
  • Post-CTS setup buffer count: 0
  • CTS Root Cell: clkbuf_8
  • Worst skew pair latency: 300 ps
  • CTS clk-pin slew, worst paths: ~100 ps
  • CTS tree: built
  • Htree depth: 2
  • Sink Count: 56

Logic synthesis
  • Synthesized area: 2780 µm²
  • Top FF cell, synth: dfxtp_1
  • Avg Cell Area, Syn: between 8 and 9 µm²
  • Sequential share of the synthesized area: between 40% and 50%
  • Area contributors post-synth: dfxtp_1, nand3_1, xnor2_1
  • Synth cell types: roughly 48
  • YS chip area: 2780 µm²
  • Post-Syn Instances: 335
  • Most common cell in the synthesized netlist: dfxtp_1
  • # Cells Yosys: approximately 340
  • Top cells by instance count after synthesis: dfxtp_1, nand3_1, nor2_1
  • Post-synth EDFFs: 0
  • Synth top area share: just over 40%
  • YS warnings: 1
  • Area leader, netlist: dfxtp_1
  • Post-synth regs: between 50 and 60
  • Asr flop ratio synth: 0%

Final layout
  • Share of cells above drive strength 1: under 10%
  • Post-Layout Cell Count: approximately 420
  • Area growth from synthesis to layout: 9.89%
  • Post-route cell area: around 3100 µm²

Run status
  • Status: completed

Floorplanning
  • Die width: 85.4 µm
  • Die area: around 7300 µm²
  • FP Util: 41.2%
  • # IOs: 17
  • Die Y: around 85 µm
  • Core area: between 6000 and 7000 µm²
  • FP Rows: 30

Route
  • First drt pass iteration count: 5
  • Drt total wl: around 6000 µm
  • Vias/cell: between 5 and 6
  • Routed WL per cell: about 14 µm
  • Diodes inserted: 0
  • Post-route ant nets: 0
  • Drt drc: 0
  • Via count: about 2300
  • DRT iter0 DRCs: approximately 130

Run
  • Tool warnings: 26
  • Maximum capacitance violations: 0

Power and ir drop
  • Pwr Density: between 200 and 250 nW/µm²
  • Static Leakage: around 0.93 nW
  • Worst VDD drop: ~0.13 mV
  • Power Total: approximately 0.62 mW

Min path
  • Hold Crit Class: register to register
  • Min-delay src: frequency[6]$_SDFFE_PP0N_
power by group:
group,switching (mW),leakage (nW),internal [mW],total [mW]
Sequential,0.00407,0.452,0.357,0.361
Combinational,0.0107,0.421,0.00582,0.0165
Clock,0.114,0.0614,0.130,0.244
logic make-up after synthesis:
logic type | count (synthesis) | share of synthesized area [%]
XOR/XNOR | 35 | 11.0
buffers and inverters | 28 | 4.99
multiplexers | 3 | 1.12
flip-flops | 56 | 40.3
adder cells (fa/ha/maj) | 3 | 1.35
AND-OR/OR-AND | 53 | 11.5
AND/OR/NAND/NOR | 157 | 29.8
cell type report:
| type | count | area (µm²) |
|---|---|---|
| well taps | 80 | 100 |
| fillers | 656 | 3700 |
| inverters | 6 | 22.5 |
| repair buffers | 18 | 170 |
| flip-flops and latches | 56 | 1120 |
| clock inverters | 2 | 38.8 |
| multi-input cells | 251 | 1520 |
| clock buffers | 6 | 82.6 |
metrics by stage:
step | hold slack (ps) | util [%] | setup slack [ps]
final | 476 | 45.3 | 2810
after global routing | 493 | 45.3 | 2570
after CTS | 479 | 45.3 | 2800
after detailed placement | 464 | 43.5 | 2810
after global placement | 459 | 43.5 | 2910
after floorplan | 434 | - | 3660
worst reg2reg max path, cell delays in order (launching register included):
cell and delay (ps):
dfxtp_1 490, nand4_4 190, or3_1 520, or4_4 560, a221oi_2 260, nand4_1 550, nor2_2 400, buf_4 290
nor3_1 80
registers in the layout, summed over array words and instances (netlist names):
register,flops
counter,27
frequency,14
frequency_internal,14
shiftReg,1
layer usage:
layer,share of wire (%),wire length (µm),vias up
met4,0.60,36,0
li1,-,-,1193
met3,2.7,164,2
met5,0,0,-
met1,53,3180,1078
met2,44,2620,32
layout by cell type, fill, tap and decap left out, types with 10 or more instances in the layout:
| cell type | instances |
|---|---|
| xnor2_1 | 18 |
| clkdlybuf4s50_1 | 15 |
| nand3_1 | 32 |
| nand4_1 | 10 |
| nand2_1 | 18 |
| xor2_1 | 17 |
| o21ai_0 | 18 |
| a21oi_1 | 18 |
| nor3_1 | 28 |
| nor2_1 | 30 |
| dfxtp_1 | 56 |
worst paths after layout:
check	end	slack, ps	cells after the start
max reg2reg	frequency_internal[7]$_SDFFE_PP0P_	2810	8
min	frequency[6]$_SDFFE_PP0N_	480	2
max	frequency_internal[7]$_SDFFE_PP0P_	2810	8
min reg2reg	frequency[6]$_SDFFE_PP0N_	480	2
Power is estimated from default activity; no workload was simulated.
